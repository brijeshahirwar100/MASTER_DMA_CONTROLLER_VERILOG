==> flow/design.v <==
`timescale 1ns / 1ps
module fifo #(
    parameter data_width = 32,
    parameter fifo_depth = 16
)(
    input wire clk,
    input wire reset,
    input wire wr_en,
    input wire rd_en,
    input wire [data_width-1:0] wr_data,
    output reg [data_width-1:0] rd_data,
    output reg empty,
    output reg full
);
reg [data_width-1:0] mem [0:fifo_depth-1];
reg [3:0] wr_ptr, rd_ptr, cnt;
always @(posedge clk) begin
    if (reset) wr_ptr <= 0;
    else if (wr_en && !full) begin
        mem[wr_ptr] <= wr_data;
        wr_ptr <= (wr_ptr + 1) % fifo_depth;
    end
end
always @(posedge clk) begin
    if (reset) begin
        rd_ptr <= 0;
        rd_data <= 0;
    end else if (rd_en && !empty) begin
        rd_data <= mem[rd_ptr];
        rd_ptr <= (rd_ptr + 1) % fifo_depth;
    end
end
always @(posedge clk) begin
    if (reset) begin
        cnt <= 0;
        empty <= 1;
        full <= 0;
    end else begin
        case ({wr_en && !full, rd_en && !empty})
            2'b10: cnt <= cnt + 1;
            2'b01: cnt <= cnt - 1;
        endcase
        empty <= (cnt == 0);
        full  <= (cnt == fifo_depth);
    end
end
endmodule
==> flow/run.sh <==
#!/bin/bash
# OpenROAD 26Q1-2900-gdf79404cd8, Yosys 0.63+post, stock flow scripts
make -C /OpenROAD-flow-scripts/flow DESIGN_CONFIG=/design/flow/config.mk WORK_HOME=/design/flow/orfs finish
==> flow/config.mk <==
export PLATFORM = sky130hd
export DESIGN_NAME = fifo
export DESIGN_NICKNAME = fifo
export VERILOG_FILES = /design/flow/design.v
export SDC_FILE = /design/flow/constraint.sdc
export NUM_CORES = 4
export LEC_CHECK = 1
export CORE_UTILIZATION = 40
==> flow/constraint.sdc <==
current_design fifo

set clk_period 16.7
set clk_io_pct 0.2

create_clock -name clk0 -period $clk_period [get_ports {clk}]

set non_clock_inputs [all_inputs -no_clocks]
set_input_delay [expr $clk_period * $clk_io_pct] -clock clk0 $non_clock_inputs
set_output_delay [expr $clk_period * $clk_io_pct] -clock clk0 [all_outputs]
==> flow_summary.yaml <==
# generated from flow reports
power:
  combPwrFrac: 0.065
  power.leakage_nw: 7.42
  worst_ir_drop_vdd_uv: 73.6
  power.sequential.fraction: 0.528
  total_switching_power_w: 0.000608
  power_per_cell_area_nw_per_um2: 121
  power.share.clock: 0.407
  p_int_w: 0.00235
  switching_share: 0.206
  totalPowerFinal_w: 0.00295
synth:
  xor_share: 0.00374
  synth-edff-count: 512
  syn_inst: 954
  synth_top_flop_cell: "sky130_fd_sc_hd__edfxtp_1"
  synth-async-reset-ratio: 0
  synth_flop_count: 557
  synth.yosys.num_cells: 954
  compound_area_frac: 0.0241
  synth.yosys.seq_area_share: 0.773
  synthTopCellsByCount: "sky130_fd_sc_hd__edfxtp_1 (512), sky130_fd_sc_hd__mux4_2 (126), sky130_fd_sc_hd__mux2i_1 (69)"
  simple_gate_share: 0.0135
  ys_sh_mux: 0.168
  synthAdderAreaFrac: 0.00475
  topCombFamilyByArea: "multiplexers"
  netlist_area_um2: 21100
  synthesis.yosys.warnings: 1
  post_synth.cell_area_avg_um2: 22.1
  synth_top_area_share: 0.730
  ys_area_um2: 21100
  post_synth_num_cell_types: 35
  top_cells_by_area: "sky130_fd_sc_hd__edfxtp_1 (73%), sky130_fd_sc_hd__mux4_2 (13%), sky130_fd_sc_hd__dfxtp_1 (4.3%)"
  count_leader_synth: "sky130_fd_sc_hd__edfxtp_1"
  synth.largest_area_cell: "sky130_fd_sc_hd__edfxtp_1"
floorplanning:
  row_count: 83
  chip_area_um2: 53600
  floorplan.io_pins: 70
  die_h_um: 231
  core_area_um2: 51700
  die_x_um: 231
  initial_utilization: 0.407
clocking:
  cts.repair.resized: 0
  clock_insertion_delay_worst_skew_ns: 0.60
  max-clock-path-buffers: 3
  cts.sink_count: 557
  ctsHoldBuffers: 0
  postCtsSetupBuffers: 0
  htree_levels: 2
  cts_made_buffers: 55
  cts.clk_slew.worst_paths_ns: 0.06
  cts_tree: "built"
  clock-root-buffer: "sky130_fd_sc_hd__clkbuf_16"
critical_path:
  critical_path.startpoint_type: "input port"
  timing.critical_path.to_type: "register"
  critical_path.max_fanout: 18
  crit_path_start: "reset"
  reg_to_reg_critical_path_startpoint: "rd_ptr[2]"
  timing.critical_path.required_ns: 16.96
  worst-setup-path-type: "input port to register"
  cp.arrival_ns: 5.69
placed_design:
  globalplace.congestion: 0.808
  dp.final_hpwl_um: 25900
  buffer_ports.inserted: 68
  post-place-ws_ns: 10.66
  dpl.cell_count: 1677
sta:
  report.final.slew_viol_count: 0
  unrepaired_setup_endpoints_after_global_routing: "no"
  max_freq_ghz: 0.184
  timing.max_slew.rel_slack: 0.532
  worst_slack_ns: 11.26
  finalHoldViolCount: 0
  finalCritPeriodShare: 0.326
  fin_tns_setup_ns: 0
  report.final.setup_viol: 0
  fin_worst_skew_ns: 0.0211
  worst-slew-pin-transition_ns: 0.699
  finalCriticalPeriod_ns: 5.44
routing:
  detail_route.vias_per_cell: 5.31
  dr_total_vias: 9433
  drt_wl_total_um: 43900
  num_antenna_cells: 0
  drc: 0
  dr.pass1.iters: 4
  wl_per_cell_um: 24.7
  detail_route.iter0.violations: 658
  postRouteAntennaNets: 0
layout:
  logic_area_um2: 4540
  nFillCells: 4227
  areaGrowthSynthToFinish_pct: 15.6
  area.sequential_um2: 16300
  fraction_of_layout_instances_using_a_drive_strength_above_1: 0.233
  final_cells: 1777
global_route:
  antenna_found_initial: 0
  grtUsageTotal: 0.188
  total_global_routing_overflow: 0
  global_route_wire_length_before_repair_um: 66600
  grt_start_max_net_pins: 75
  grt_pass1_vias: 10400
run:
  tool_warnings: 29
  drv_cap: 0
run_status:
  run_status: "finished clean"
hold_path:
  holdCritStartpoint: "rd_data[19]"
  hold_path_class: "register to register"
==> worst paths after layout <==
check / slack, ns / to / cells past startpoint
hold / removal: 0.47 / rd_data[19] / 2
hold reg to reg: 0.47 / rd_data[19] / 2
setup / recovery: 11.26 / mem[3][12] / 4
setup reg to reg: 13.81 / rd_data[11] / 5
==> critical path, cell delays in order <==
cell	delay [ns]
sky130_fd_sc_hd__clkdlybuf4s50_1	0.77
sky130_fd_sc_hd__nor4_1	0.61
sky130_fd_sc_hd__and2_2	0.55
sky130_fd_sc_hd__buf_4	0.40
==> registers in the layout (all words and copies together) (netlist names) <==
name     flops
empty        1
rd_ptr       4
rd_data     32
mem        512
cnt          4
wr_ptr       4
==> cells by family (layout without fill, tap and decap cells) <==
kind of cell | Yosys count | in the layout
other cells | 1 | 1
fa+ha+maj | 8 | 8
mux | 195 | 195
simple gates | 54 | 54
buf+inv | 56 | 199
flops | 557 | 557
compound gates | 74 | 74
xor+xnor | 9 | 9
==> per-stage QoR <==
stage | util | hold slack, ns | area (um^2)
3_3_place_gp | 0.437 | 0.461 | 22600
2_1_floorplan | - | 0.424 | 21100
5_1_grt | 0.471 | 0.499 | 24300
4_1_cts | 0.471 | 0.484 | 24300
6_report | 0.471 | 0.474 | 24300
3_5_place_dp | 0.437 | 0.469 | 22600
==> area by class of cell <==
type | instances | area share
Timing Repair Buffer | 95 | 0.0368
Clock inverter | 31 | 0.0113
Tap cell | 680 | 0.0349
Multi-Input combinational cell | 341 | 0.186
Clock buffer | 69 | 0.0611
Sequential cell | 557 | 0.669
Inverter | 4 | 0.000617
==> metal layers <==
metal | vias up | share of wire | GRT usage
met4 | 0 | 0.024 | 0.0373
met5 | - | 0 | 0
met1 | 4807 | 0.36 | 0.252
met2 | 389 | 0.52 | 0.300
li1 | 4173 | - | -
met3 | 64 | 0.10 | 0.0889
==> power groups by stage <==
stage | Combinational, W | Sequential (W) | Clock (W)
after global routing | 0.000210 | 0.00156 | 0.00129
after CTS | 0.000199 | 0.00156 | 0.00123
final | 0.000192 | 0.00156 | 0.00120
==> cell usage in the layout (no fill, tap or decap), types with 2 or more instances in the layout <==
cell / count
sky130_fd_sc_hd__edfxtp_1: 512
sky130_fd_sc_hd__mux4_2: 126
sky130_fd_sc_hd__mux2i_1: 69
sky130_fd_sc_hd__clkdlybuf4s50_1: 68
sky130_fd_sc_hd__clkbuf_16: 55
sky130_fd_sc_hd__dfxtp_1: 42
sky130_fd_sc_hd__a2bb2oi_1: 31
sky130_fd_sc_hd__o21ai_1: 31
sky130_fd_sc_hd__buf_4: 26
sky130_fd_sc_hd__nor2_1: 16
sky130_fd_sc_hd__and2_2: 16
sky130_fd_sc_hd__clkinv_2: 13
sky130_fd_sc_hd__clkinv_1: 11
sky130_fd_sc_hd__ha_1: 8
sky130_fd_sc_hd__clkbuf_1: 8
sky130_fd_sc_hd__xor2_1: 6
sky130_fd_sc_hd__clkbuf_8: 6
sky130_fd_sc_hd__nor2b_1: 5
sky130_fd_sc_hd__bufinv_16: 5
sky130_fd_sc_hd__inv_1: 4
sky130_fd_sc_hd__nand2_1: 4
sky130_fd_sc_hd__xnor2_1: 3
sky130_fd_sc_hd__a21oi_1: 3
sky130_fd_sc_hd__o21ai_0: 3
sky130_fd_sc_hd__dfxtp_4: 3
sky130_fd_sc_hd__and3_1: 2
sky130_fd_sc_hd__nand3_1: 2
sky130_fd_sc_hd__inv_6: 2
No activity file was given, so power comes from the tool's default toggle rates.
