==> design.v <==
`timescale 1ns / 1ps
module master_dma(
    input wire clk,
    input wire reset,
    input wire trigger,
    input wire [4:0] length,
    input wire [31:0] source_address,
    input wire [31:0] destination_address,
    output reg done,
    output reg [31:0] ARADDR,
    output reg ARVALID,
    input wire ARREADY,
    input wire [31:0] RDATA,
    input wire RVALID,
    output reg RREADY,
    output reg [31:0] AWADDR,
    output reg AWVALID,
    input wire AWREADY,
    output reg [31:0] WDATA,
    output reg WVALID,
    input wire WREADY,
    input wire BVALID,
    output reg BREADY,
    output reg fifo_wr_en,
    output reg fifo_rd_en,
    output reg [31:0] fifo_din,
    input wire [31:0] fifo_dout,
    input wire fifo_full,
    input wire fifo_empty,
    output reg [31:0] wr_data_buf,
    output reg [4:0] read_count,
    output reg [4:0] write_count,
    output reg read_done,
    output reg write_done
);
parameter
    READ_IDLE        = 3'd0,
    READ_ADDR_PHASE  = 3'd1,
    WAIT_READ_DATA   = 3'd2,
    FIFO_WRITE       = 3'd3,
    READ_INCR_ADDR   = 3'd4,
    READ_DONE        = 3'd5;
parameter
    WRITE_IDLE        = 3'd0,
    WRITE_RD_FIFO     = 3'd1,
    WRITE_BUFFER_WAIT = 3'd2,
    WRITE_ADDR_PHASE  = 3'd3,
    WRITE_DATA_PHASE  = 3'd4,
    WAIT_WRITE_RESP   = 3'd5,
    WRITE_DONE        = 3'd6;
reg [2:0] read_state, write_state;
reg [31:0] current_read_addr, current_write_addr;
reg fifo_data_valid;
always @(posedge clk) begin
    if (reset) begin
        read_state <= READ_IDLE;
        read_count <= 0;
        current_read_addr <= 0;
        ARVALID <= 0;
        RREADY <= 0;
        fifo_wr_en <= 0;
        fifo_din <= 0;
        read_done <= 0;
        ARADDR <= 0;
    end else begin
        ARVALID <= 0;
        RREADY <= 0;
        fifo_wr_en <= 0;
        case (read_state)
            READ_IDLE: begin
                if (trigger) begin
                    current_read_addr <= source_address;
                    read_count <= 0;
                    read_done <= 0;
                    read_state <= READ_ADDR_PHASE;
                end
            end
            READ_ADDR_PHASE: begin
                if (!ARVALID && !fifo_full) begin
                    ARADDR <= current_read_addr;
                    ARVALID <= 1;
                end else if (ARVALID && ARREADY) begin
                    ARVALID <= 0;
                    read_state <= WAIT_READ_DATA;
                end
            end
            WAIT_READ_DATA: begin
                if (RVALID && !fifo_full) begin
                    RREADY <= 1;
                    read_state <= FIFO_WRITE;
                end
            end
            FIFO_WRITE: begin
                fifo_din <= RDATA;
                fifo_wr_en <= 1;
                read_state <= READ_INCR_ADDR;
            end
            READ_INCR_ADDR: begin
                read_count <= read_count + 1;
                current_read_addr <= current_read_addr + 4;
                read_state <= (read_count == (length >> 2) - 1) ? READ_DONE : READ_ADDR_PHASE;
            end
            READ_DONE: read_done <= 1;
        endcase
    end
end
always @(posedge clk) begin
    if (reset) begin
        write_state <= WRITE_IDLE;
        current_write_addr <= 0;
        write_count <= 0;
        fifo_rd_en <= 0;
        AWADDR <= 0;
        AWVALID <= 0;
        WVALID <= 0;
        WDATA <= 0;
        BREADY <= 0;
        write_done <= 0;
        done <= 0;
        fifo_wr_en <= 0;
           wr_data_buf <= 0 ;
    end else begin
        fifo_rd_en <= 0;
        AWVALID <= 0;
        WVALID <= 0;
        BREADY <= 0;
        case (write_state)
            WRITE_IDLE: begin
                if (!fifo_empty ) begin
                    write_count <= 0;
                    write_done <= 0;
                    wr_data_buf <= 0 ;
                    current_write_addr <= destination_address;
                    write_state <= WRITE_RD_FIFO;
                end
            end
            WRITE_RD_FIFO: begin
                if (!fifo_empty) begin
                    fifo_rd_en <= 1;
                    fifo_data_valid <= 1;
                    write_state <= WRITE_BUFFER_WAIT;
                end
            end
            WRITE_BUFFER_WAIT: write_state <= WRITE_ADDR_PHASE;
            WRITE_ADDR_PHASE: begin
                if (fifo_data_valid) begin
                    wr_data_buf <= fifo_dout;
                    fifo_data_valid <= 0;
                end
                AWADDR <= current_write_addr;
                AWVALID <= 1;
                if (AWREADY && AWVALID) begin
                    AWVALID <= 0;
                    write_state <= WRITE_DATA_PHASE;
                end
            end
            WRITE_DATA_PHASE: begin
                WDATA <= wr_data_buf;
                WVALID <= 1;
                if (WREADY) begin
                    WVALID <= 0;
                    write_state <= WAIT_WRITE_RESP;
                end
            end
            WAIT_WRITE_RESP: begin
                BREADY <= 1;
                if (BVALID && BREADY) begin
                    write_count <= write_count + 1;
                    current_write_addr <= current_write_addr + 4;
                    if ((write_count + 1) == (length >> 2))
                        write_state <= WRITE_DONE;
                    else
                        write_state <= WRITE_RD_FIFO;
                end
            end
            WRITE_DONE: begin
                if (write_count == (length >> 2)) begin
                    write_done <= 1;
                end
                if (read_done && write_done) begin
                    done <= 1;
                end
            end
        endcase
    end
end
endmodule
==> run.sh <==
#!/bin/bash
# OpenROAD 26Q1-2900-gdf79404cd8, Yosys 0.63+post, stock flow scripts
make -C /OpenROAD-flow-scripts/flow DESIGN_CONFIG=/design/flow/config.mk WORK_HOME=/design/flow/orfs finish
==> config.mk <==
export PLATFORM = sky130hd
export DESIGN_NAME = master_dma
export DESIGN_NICKNAME = master_dma
export VERILOG_FILES = /design/flow/design.v
export SDC_FILE = /design/flow/constraint.sdc
export NUM_CORES = 4
export LEC_CHECK = 1
export CORE_UTILIZATION = 30
==> constraint.sdc <==
current_design master_dma

set clk_period 5.9
set clk_io_pct 0.2

create_clock -name clk0 -period $clk_period [get_ports {clk}]

set non_clock_inputs [all_inputs -no_clocks]
set_input_delay [expr $clk_period * $clk_io_pct] -clock clk0 $non_clock_inputs
set_output_delay [expr $clk_period * $clk_io_pct] -clock clk0 [all_outputs]
==> notes.md <==
The run finished with clean final reports. The timing report attributes the biggest portion of critical-path delay to buffers and inverters. With the async set-reset flop share out of synthesis at 0, the clock transition at the registers of the reported paths is 0.06 ns.

The first global-routing pass estimated 53900 um of wire. Per the detail_route report, routed wire per instance is 16.6 um. The run gives 0.457 as the relative max-transition margin. Gates resized during post-CTS repair numbered 0. The initial antenna violation count was 1. Cell occurring most often along the worst timing path: sky130_fd_sc_hd__buf_4. The number of enable flip-flop cells works out to 1.

Per the OpenROAD floorplan log, the area of the core is 35800 um2. Setup repair after global routing left no endpoint under its margin. The share of total power in sequential cells is 0.466. According to the dpl log, the detail-placed design has an HPWL of 23100 um. Summing over the stages, the warning tally comes to 27. The initialized floorplan defines 69 standard-cell rows. The critical path class is primary input to flop. For the summed instance area of the synthesized netlist, the log shows 11000 um2. The most common cell after layout, fill and taps aside is sky130_fd_sc_hd__clkdlybuf4s50_1. Summed over all instances, the cell type with the most area after synthesis is sky130_fd_sc_hd__dfxtp_1.

Per the power-grid run, VDD falls by no more than 0.205 mV. After layout, the design draws a total of 3.94 mW. Buffers inserted during clock tree synthesis total 29. Launch instance of the worst min-delay path: write_state[2]$_DFF_P_. The initial standard-cell utilization of the core was 0.307. 323 I/O pins were placed. The leakage power was 5.29 nW.

The category of the worst setup path capture point was a flop. The logs give 3.20 ns for the arrival time reported for the critical path endpoint and 1287 for the yosys stat cell total. The tools report the worst setup path startpoint as reset. On the worst path, the slowest cell contributes a delay of 0.67 ns. The minimum clock period after layout is 2.77 ns.

The detail route stage leaves a number of antenna-violating nets equal to 0. The fraction of final layout cells with drive strength greater than 1 came out at 0.0544. The run gives 3 for the worst path buffer plus inverter count.

The top-area cell type share of the netlist area is 0.466. The run gives 0.923 mW for the net switching component of the power. The post-synthesis sequential area ratio was 0.468. The violation tally recorded at the end of detailed-routing iteration 0 is 546. The number of storage elements in the synthesis netlist came out at 257. Routability-driven placement finished with a final weighted congestion of 0.856.

Final-report setup violation count: 0. Final standard cell utilization of the core: 0.432. With the total routing resource utilization after global routing at 0.181, the instance tally after logic synthesis is 1287.

According to the hold report, the worst path is of the flop to flop type. The slowest library cell on the worst path was sky130_fd_sc_hd__buf_4. The share of the clock period used by the worst path after layout was 0.470; the number of H-tree levels was 1. The die width was 194 um. Entering global routing, the biggest net connects 79 pins. The routed layout has 10200 vias. Between the synthesized netlist and the finished layout, the area growth was recorded as 40.7%. The worst setup path is launched from a primary input.

The iteration tally of the first detailed-router pass is 23. Synthesis instantiated 69 different standard cells from the library. TritonCTS built the clock tree. The power share of the clock group came out at 0.452. The run gives 0 for the number of remaining DRC errors. In the final run the clock tree shows a worst skew of 0.00665 ns. The run gives 9783 as the number of global-route vias before repair.

The buffers inserted during post-CTS setup optimization came out at 0. After detailed placement, the design holds a cell count of 1992. In this run the deepest clock path goes through 3 buffers. The tree built by TritonCTS fans out to 257 sinks. The final layout contains routed wiring with a total length of 33900 um. For the worst setup path, the data required time is 6.33 ns. The switching power as a share of total power was 0.235. The commonest register cell is sky130_fd_sc_hd__dfxtp_1.

The count of input and output buffers was 319. The maximum fanout count along the critical path works out to 66. The chip occupies 37500 um2.

The per-cell via count in the routed design came out at 5.02. The cell sequence reported for the critical path is clkbuf_8 -> buf_4 -> buf_4 -> nor2_1 -> o2bb2ai_1. The placed standard-cell area was 14600 um2; the internal power summed over all cells was 3.01 mW. Buffers inserted to repair hold after CTS numbered 0.

Based on the critical path, the design can be clocked at up to 361 MHz. Ranking logic cells in the layout by count gives the top entries sky130_fd_sc_hd__clkdlybuf4s50_1, sky130_fd_sc_hd__dfxtp_1, sky130_fd_sc_hd__nand2_1, sky130_fd_sc_hd__nor2_1, sky130_fd_sc_hd__a21oi_1. Pins over their slew limit in the final report were tallied at 0. The transition time at the pin with the least slew margin is 0.814 ns, and the post-layout instance area is 15500 um2. The run gives 254 nW/um2 for the power per unit of standard cell area. The run reported a max-capacitance violation count of 0. The synthesized netlist has a Yosys-reported chip area of 11000 um2.

STA lists the startpoint of the worst register-to-register path as read_state[1]$_DFF_P_. CTS placed an instance of sky130_fd_sc_hd__clkbuf_16 at the clock tree root. Clock latency on the worst-skew pair, taken at its later pin, is 0.54 ns. The run gives 0.081 for the combinational group share of total power. The finished layout holds 2043 standard cells, fillers aside.

The total number of yosys warnings came out at 3. The die height came out at 194 um. For reference, the final report shows the hold violation count at 0. For the setup TNS, the log shows 0 ns.

The total overflow left after global routing is 0. By area the synthesized netlist is led by sky130_fd_sc_hd__dfxtp_1, sky130_fd_sc_hd__mux2i_1, sky130_fd_sc_hd__a21oi_1. The mean area per synthesized cell is 8.55 um2.
## metrics by stage
step	setup WS (ns)	hold slack [ns]
final	3.13	0.448
after global routing	2.95	0.464
after CTS	3.13	0.447
after detailed placement	2.56	0.430
after global placement	2.57	0.412
after floorplan	3.48	0.408
## logic make-up (layout without fill, tap and decap cells)
group / Yosys count / count (layout) / synth area share
AOI/OAI and AO/OA: 274 / 274 / 0.152
xor gates and xnor gates: 12 / 12 / 0.00955
adders and majority gates: 5 / 5 / 0.00568
buffers and inverters: 113 / 407 / 0.0415
DFF: 257 / 257 / 0.468
muxes: 105 / 105 / 0.0957
other: 1 / 2 / 0.000341
and+or+nand+nor: 520 / 520 / 0.227
## registers in the layout, summed over array words and instances, names as in the netlist
| register | flops |
|---|---|
| current_read_addr | 32 |
| read_done | 1 |
| fifo_din | 32 |
| fifo_rd_en | 1 |
| AWADDR | 32 |
| done | 1 |
| write_count | 5 |
| RREADY | 1 |
| current_write_addr | 32 |
| read_state | 6 |
| ARADDR | 32 |
| write_state | 7 |
| write_done | 1 |
| BREADY | 1 |
| AWVALID | 1 |
| WDATA | 32 |
| wr_data_buf | 32 |
| WVALID | 1 |
| fifo_data_valid | 1 |
| ARVALID | 1 |
| read_count | 5 |
## worst reg2reg max path: stages, from the launching register on
cell and delay (ns):
sky130_fd_sc_hd__dfxtp_1 0.30, sky130_fd_sc_hd__buf_4 0.43, sky130_fd_sc_hd__inv_1 0.08, sky130_fd_sc_hd__buf_4 0.27, sky130_fd_sc_hd__o21ai_2 0.17, sky130_fd_sc_hd__buf_4 0.38, sky130_fd_sc_hd__nand4_1 0.21, sky130_fd_sc_hd__or4_1 0.51
sky130_fd_sc_hd__nand3_1 0.09
## cell usage after synthesis (10+ instances only)
| library cell | instances |
|---|---|
| sky130_fd_sc_hd__dfxtp_1 | 256 |
| sky130_fd_sc_hd__nor3_1 | 20 |
| sky130_fd_sc_hd__and4_1 | 10 |
| sky130_fd_sc_hd__nand2_1 | 163 |
| sky130_fd_sc_hd__nor2_1 | 143 |
| sky130_fd_sc_hd__o22ai_1 | 15 |
| sky130_fd_sc_hd__nand3_1 | 69 |
| sky130_fd_sc_hd__a31oi_1 | 16 |
| sky130_fd_sc_hd__and3_1 | 27 |
| sky130_fd_sc_hd__mux2i_1 | 103 |
| sky130_fd_sc_hd__nand4_1 | 21 |
| sky130_fd_sc_hd__inv_1 | 18 |
| sky130_fd_sc_hd__buf_1 | 12 |
| sky130_fd_sc_hd__clkbuf_1 | 73 |
| sky130_fd_sc_hd__a21oi_1 | 135 |
| sky130_fd_sc_hd__a211oi_1 | 16 |
| sky130_fd_sc_hd__o21ai_0 | 28 |
| sky130_fd_sc_hd__or3_1 | 10 |
## power by group through the flow
stage / clock (mW) / sequential (mW) / combinational (mW)
4_1_cts: 1.84 / 1.83 / 0.324
5_1_grt: 1.90 / 1.84 / 0.351
6_report: 1.78 / 1.84 / 0.321
## metal layers
layer | part of all wire | vias to the layer above | GRT usage
li1 | - | 5129 | -
met1 | 0.46 | 4720 | 0.266
met2 | 0.43 | 355 | 0.272
met3 | 0.089 | 42 | 0.0530
met4 | 0.021 | 0 | 0.0323
met5 | 0 | - | 0
## layout make-up
cell class | instances | area [um2]
timing repair buffer | 339 | 3350
clock buffer | 44 | 852
clock inverter | 6 | 80.1
inverter | 18 | 67.6
multi-input combinational | 917 | 5410
tap | 461 | 577
antenna | 1 | 2.50
fill | 3415 | 20300
sequential | 257 | 5160
## final timing paths
| path | end | slack, ns | depth (start not counted) |
|---|---|---|---|
| setup / recovery | current_read_addr[16]$_SDFFE_PP0P_ | 3.13 | 5 |
| hold / removal | write_state[6]$_DFF_P_ | 0.45 | 1 |
| setup reg to reg | current_read_addr[29]$_SDFFE_PP0P_ | 3.40 | 8 |
| hold reg to reg | write_state[6]$_DFF_P_ | 0.45 | 1 |
Power is estimated from default activity; no workload was simulated.
